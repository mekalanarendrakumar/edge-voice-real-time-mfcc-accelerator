## design/flow/run.sh

```bash
#!/bin/bash
# OpenROAD 26Q1-2900-gdf79404cd8, Yosys 0.63+post, stock flow scripts
make -C /OpenROAD-flow-scripts/flow DESIGN_CONFIG=/design/flow/config.mk WORK_HOME=/design/flow/orfs finish
```

## design/flow/config.mk

```make
export PLATFORM = sky130hd
export DESIGN_NAME = mfcc_top
export DESIGN_NICKNAME = mfcc_top
export VERILOG_FILES = /design/flow/design.v
export SDC_FILE = /design/flow/constraint.sdc
export NUM_CORES = 4
export LEC_CHECK = 1
export CORE_UTILIZATION = 30
```

## design/flow/constraint.sdc

```tcl
current_design mfcc_top

set clk_period 8.0
set clk_io_pct 0.2

create_clock -name clk0 -period $clk_period [get_ports {clk}]

set non_clock_inputs [all_inputs -no_clocks]
set_input_delay [expr $clk_period * $clk_io_pct] -clock clk0 $non_clock_inputs
set_output_delay [expr $clk_period * $clk_io_pct] -clock clk0 [all_outputs]
```

## design/flow/design.v

```verilog
module fft #(
	parameter N = 8,  
	parameter DATA_WIDTH = 16
)(
	input clk,
	input rst,
	input [DATA_WIDTH-1:0] data_in_real,
	input [DATA_WIDTH-1:0] data_in_imag,
	input valid_in,
	output reg [DATA_WIDTH-1:0] data_out_real,
	output reg [DATA_WIDTH-1:0] data_out_imag,
	output reg valid_out
);
	reg [DATA_WIDTH-1:0] buffer_real [0:N-1];
	reg [DATA_WIDTH-1:0] buffer_imag [0:N-1];
	reg [$clog2(N):0] idx;
	always @(posedge clk or posedge rst) begin
		if (rst) begin
			idx <= 0;
			valid_out <= 0;
		end else if (valid_in) begin
			buffer_real[idx] <= data_in_real;
			buffer_imag[idx] <= data_in_imag;
			if (idx == N-1) begin
				idx <= 0;
				data_out_real <= data_in_real;
				data_out_imag <= data_in_imag;
				valid_out <= 1;
			end else begin
				idx <= idx + 1;
				valid_out <= 0;
			end
		end else begin
			valid_out <= 0;
		end
	end
endmodule
module framing #(
	parameter FRAME_SIZE = 256,
	parameter DATA_WIDTH = 16
)(
	input clk,
	input rst,
	input [DATA_WIDTH-1:0] audio_in,
	input valid_in,
	output reg [DATA_WIDTH-1:0] windowed_out,
	output reg valid_out
);
	reg [DATA_WIDTH-1:0] frame_buf [0:FRAME_SIZE-1];
	reg [$clog2(FRAME_SIZE):0] idx;
	wire [DATA_WIDTH-1:0] hamming_coeff;
	reg [15:0] hamming_rom [0:FRAME_SIZE-1];
	initial begin
		integer i;
		for (i = 0; i < FRAME_SIZE; i = i + 1) begin
			hamming_rom[i] = 16'h7FFF;  
		end
	end
	assign hamming_coeff = hamming_rom[idx];
	always @(posedge clk or posedge rst) begin
		if (rst) begin
			idx <= 0;
			valid_out <= 0;
		end else if (valid_in) begin
			frame_buf[idx] <= audio_in;
			windowed_out <= (audio_in * hamming_coeff) >>> 15;  
			valid_out <= 1;
			if (idx == FRAME_SIZE-1)
				idx <= 0;
			else
				idx <= idx + 1;
		end else begin
			valid_out <= 0;
		end
	end
endmodule
module log_dct #(
	parameter NUM_MEL = 8,
	parameter DATA_WIDTH = 16
)(
	input clk,
	input rst,
	input [DATA_WIDTH-1:0] mel_in,
	input valid_in,
	output reg [DATA_WIDTH-1:0] mfcc_out,
	output reg valid_out
);
	function [DATA_WIDTH-1:0] log_approx;
		input [DATA_WIDTH-1:0] x;
		begin
			if (x == 0)
				log_approx = 0;
			else
				log_approx = x[15:1];  
		end
	endfunction
	reg [15:0] dct_coeff [0:NUM_MEL-1];
	integer i;
	initial begin
		for (i = 0; i < NUM_MEL; i = i + 1)
			dct_coeff[i] = 16'h1000;  
	end
	reg [$clog2(NUM_MEL):0] idx;
	reg [31:0] acc;
	always @(posedge clk or posedge rst) begin
		if (rst) begin
			idx <= 0;
			acc <= 0;
			valid_out <= 0;
		end else if (valid_in) begin
			acc <= acc + (log_approx(mel_in) * dct_coeff[idx]);
			if (idx == NUM_MEL-1) begin
				mfcc_out <= acc[30:15];
				valid_out <= 1;
				idx <= 0;
				acc <= 0;
			end else begin
				idx <= idx + 1;
				valid_out <= 0;
			end
		end else begin
			valid_out <= 0;
		end
	end
endmodule
module mel_filter #(
	parameter NUM_FILTERS = 8,
	parameter FFT_SIZE = 8,
	parameter DATA_WIDTH = 16
)(
	input clk,
	input rst,
	input [DATA_WIDTH-1:0] fft_mag_in,
	input valid_in,
	output reg [DATA_WIDTH-1:0] mel_out,
	output reg valid_out
);
	reg [15:0] mel_coeff [0:NUM_FILTERS-1][0:FFT_SIZE-1];
	integer i, j;
	initial begin
		for (i = 0; i < NUM_FILTERS; i = i + 1)
			for (j = 0; j < FFT_SIZE; j = j + 1)
				mel_coeff[i][j] = 16'h1000;  
	end
	reg [$clog2(FFT_SIZE):0] idx;
	reg [$clog2(NUM_FILTERS):0] filter_idx;
	reg [31:0] acc;
	always @(posedge clk or posedge rst) begin
		if (rst) begin
			idx <= 0;
			filter_idx <= 0;
			acc <= 0;
			valid_out <= 0;
		end else if (valid_in) begin
			acc <= acc + (fft_mag_in * mel_coeff[filter_idx][idx]);
			if (idx == FFT_SIZE-1) begin
				mel_out <= acc[30:15];  
				valid_out <= 1;
				idx <= 0;
				acc <= 0;
				if (filter_idx == NUM_FILTERS-1)
					filter_idx <= 0;
				else
					filter_idx <= filter_idx + 1;
			end else begin
				idx <= idx + 1;
				valid_out <= 0;
			end
		end else begin
			valid_out <= 0;
		end
	end
endmodule
module mfcc_top #(
	parameter FRAME_SIZE = 8,
	parameter DATA_WIDTH = 16
)(
	input clk,
	input rst,
	input [DATA_WIDTH-1:0] audio_in,
	input valid_in,
	output [DATA_WIDTH-1:0] mfcc_out,
	output valid_out
);
	wire [DATA_WIDTH-1:0] windowed_out;
	wire valid_windowed;
	wire [DATA_WIDTH-1:0] fft_out_real, fft_out_imag;
	wire valid_fft;
	wire [DATA_WIDTH-1:0] mel_out;
	wire valid_mel;
	framing #(.FRAME_SIZE(FRAME_SIZE), .DATA_WIDTH(DATA_WIDTH)) framing_inst (
		.clk(clk),
		.rst(rst),
		.audio_in(audio_in),
		.valid_in(valid_in),
		.windowed_out(windowed_out),
		.valid_out(valid_windowed)
	);
	fft #(.N(FRAME_SIZE), .DATA_WIDTH(DATA_WIDTH)) fft_inst (
		.clk(clk),
		.rst(rst),
		.data_in_real(windowed_out),
		.data_in_imag(0),
		.valid_in(valid_windowed),
		.data_out_real(fft_out_real),
		.data_out_imag(fft_out_imag),
		.valid_out(valid_fft)
	);
	wire [DATA_WIDTH-1:0] fft_mag;
	assign fft_mag = fft_out_real;  
	mel_filter #(.NUM_FILTERS(4), .FFT_SIZE(FRAME_SIZE), .DATA_WIDTH(DATA_WIDTH)) mel_inst (
		.clk(clk),
		.rst(rst),
		.fft_mag_in(fft_mag),
		.valid_in(valid_fft),
		.mel_out(mel_out),
		.valid_out(valid_mel)
	);
	log_dct #(.NUM_MEL(4), .DATA_WIDTH(DATA_WIDTH)) log_dct_inst (
		.clk(clk),
		.rst(rst),
		.mel_in(mel_out),
		.valid_in(valid_mel),
		.mfcc_out(mfcc_out),
		.valid_out(valid_out)
	);
endmodule
```

==> notes.md <==
Implementation results. The run finished, with violations left. The checks that failed: design-rule violations. The total area inside the core boundary comes to 22000 um2.

Pin count of the biggest net entering global routing landed at 55. After filler insertion, the fill cell instance count of the layout stands at 2136. For the worst setup path, the data required time is 8.07 ns. TritonCTS built the clock tree. After routing the design area is 7730 um2. The worst path in the final design needs a cycle of 6.73 ns, including I/O delays and setup. The final antenna diode tally reported by the flow is 0. The synthesized design contains 86 register bits. The routed design shows a via density per instance of 4.48. The tree is rooted in a sky130_fd_sc_hd__clkbuf_16. Standby leakage power landed at 3.50 nW.

In this run the tools logged warnings totalling 27. The number of antenna violations at the first check in global routing was 0. The critical path is of the primary input to flip-flop type.

Count of port buffers added during placement landed at 35. In the synthesized netlist the dominant register cell turns out to be sky130_fd_sc_hd__dfrtp_1. Power density of the placed cells landed at 295 nW/um2.

The final layout contains routed wiring with a total length of 11900 um. The report counts max-capacitance violations totalling 0. Hold violation count in the final report landed at 0. Full die area landed at 23100 um2.

Post-CTS repair ended up resizing 0 cells. Summed instance area of the synthesized netlist landed at 6750 um2. The worst setup path is captured at a flip-flop.

Yosys printed 8 warnings. Post-synthesis cell count from yosys landed at 599. According to the floorplan log, the row count is 54.

Setup total negative slack landed at 0 ns. The number of clock buffers added by TritonCTS is 9. Starting DRC count in detailed routing landed at 135.

After synthesis, the chip area reported by Yosys is 6750 um2. After global routing the overflow that remains totals 0. Instance tally after logic synthesis landed at 599. STA classifies the critical path startpoint as a primary input. Clock input transition at the sequential cells of the worst setup and hold paths landed at 0.06 ns.

Counting flops with a built-in enable in the synthesized netlist gives 33. Number of I/O pins landed at 36. Maximum clock rate landed at 0.149 GHz. The HPWL after detailed placement is 9560 um. Count of endpoints failing setup in the final report landed at 0.

Number of buffers between clock root and the deepest sink landed at 2. Number of distinct library cells after synthesis landed at 56. The critical path maximum fanout is 3.

The number of clock sinks came to 86. Ratio of cells with drive above 1 in the final layout landed at 4.91%. Before placement the cells fill 30.7% of the core.

Total setup buffers inserted after CTS landed at 0. The highest supply drop recorded on VDD is 355 uV. Between the synthesized netlist and the finished layout, the area growth was recorded as 14.6%. The critical path starts at audio_in[9]. Vertical die dimension landed at 152 um.

Number of vias in the routed layout landed at 4087. The worst register-to-register path begins at log_dct_inst.acc[14]. Number of pins with negative max-slew slack in the final report landed at 0.

The first global-routing pass estimated 21400 um of wire. Chip width landed at 152 um. Via count of the first global-routing pass landed at 4363. On the final layout, the worst clock skew is 0.00883 ns. Setup repair after global routing left no endpoint under its margin. In this run the remaining antenna-violating nets after routing total 0. Iteration count of the initial detailed-routing pass landed at 52.

Number of levels the H-tree was split into landed at 3. Post-detailed-route wirelength per cell landed at 13.0 um. Later-pin clock latency in the skew report landed at 0.34 ns. The min-delay analysis places its worst path in the category flip-flop to flip-flop. Post-synthesis area per instance landed at 11.3 um2. Period utilization landed at 84.1%. Data arrival time of the critical path landed at 6.80 ns.

Worst slew margin relative to its limit landed at 45.9%. Post-synthesis sequential area ratio landed at 34.4%. Post-detailed-route DRC marker count landed at 2. Per the hold report, the tightest min-delay path originates at framing_inst.windowed_out[0]. Pin slew with the least headroom to its limit landed at 0.811 ns.

Proportion of synthesized flip-flops having asynchronous set or reset landed at 61.6%. RePlAce ended its routability-driven mode at a weighted congestion of 0.919. Across every metal layer, demand over resource in global routing totals 12.0%. Hold buffer count at CTS landed at 0.

Instance area after placement landed at 7390 um2.
[layout make-up]
cell class | count | area, um2 | share of cell area (%)
clock inverters | 7 | 120 | 1.55
multi-input cells | 384 | 3940 | 51.0
well taps | 280 | 350 | 4.53
flip-flops and latches | 86 | 2320 | 30.0
repair buffers | 38 | 373 | 4.82
clock buffers | 9 | 225 | 2.91
inverters | 108 | 405 | 5.24
[worst paths after layout]
kind / to / slack (ns) / depth (start not counted)
setup reg to reg: log_dct_inst.acc[28] / 4.69 / 11
max in group asynchronous: mel_inst.acc[22] / 5.53 / 3
hold / removal: fft_inst.data_out_real[0] / 0.43 / 0
setup / recovery: framing_inst.windowed_out[0] / 1.27 / 19
min in group asynchronous: mel_inst.idx[0] / 1.99 / 3
hold reg to reg: fft_inst.data_out_real[0] / 0.43 / 0
[placed cells by master, fill, tap and decap left out, types with 9 or more instances in the layout]
| cell | Yosys | layout |
|---|---|---|
| sky130_fd_sc_hd__inv_1 | 107 | 106 |
| sky130_fd_sc_hd__ha_1 | 91 | 91 |
| sky130_fd_sc_hd__fa_1 | 62 | 62 |
| sky130_fd_sc_hd__dfrtp_1 | 53 | 53 |
| sky130_fd_sc_hd__clkdlybuf4s50_1 | 0 | 35 |
| sky130_fd_sc_hd__edfxtp_1 | 33 | 33 |
| sky130_fd_sc_hd__xnor2_1 | 32 | 32 |
| sky130_fd_sc_hd__nor2_1 | 27 | 27 |
| sky130_fd_sc_hd__a21oi_1 | 21 | 21 |
| sky130_fd_sc_hd__nand2_1 | 19 | 19 |
| sky130_fd_sc_hd__o21ai_0 | 18 | 18 |
| sky130_fd_sc_hd__xor2_1 | 13 | 13 |
| sky130_fd_sc_hd__a22o_1 | 10 | 10 |
| sky130_fd_sc_hd__clkbuf_16 | 0 | 9 |
[per-layer routing]
metal | GRT usage (%) | up-vias | routed length [um]
met5 | 0 | - | 0
met4 | 0.729 | 0 | 38
met3 | 3.14 | 3 | 571
met2 | 18.2 | 70 | 5250
met1 | 18.6 | 1950 | 6030
li1 | - | 2064 | -
[power by group]
part           total, mW  switching [mW]  internal (mW)  leakage, nW
registers          0.537          0.0267          0.511        0.994
clock network      0.474           0.168          0.306        0.166
logic               1.27           0.660          0.610         2.34
[cell families (layout without fill, tap and decap cells)]
| logic type | Yosys count | after routing | share of synthesized area, % |
|---|---|---|---|
| adder cells (fa/ha/maj) | 153 | 153 | 35.3 |
| buffers and inverters | 129 | 162 | 7.31 |
| AND/OR/NAND/NOR | 95 | 95 | 7.53 |
| AND-OR/OR-AND | 86 | 86 | 8.90 |
| flip-flops | 86 | 86 | 34.4 |
| XOR/XNOR | 45 | 45 | 5.84 |
| multiplexers | 5 | 5 | 0.779 |
[metrics by stage]
step / power [mW] / instances / setup slack [ns] / hold WS [ns] / util [%]
2_1_floorplan: 1.58 / 599 / 1.70 / 0.400 / -
3_3_place_gp: 1.86 / 896 / 0.933 / 0.413 / 33.6
3_5_place_dp: 1.84 / 896 / 0.876 / 0.419 / 33.6
4_1_cts: 2.34 / 912 / 1.24 / 0.430 / 35.2
5_1_grt: 2.61 / 912 / 0.932 / 0.433 / 35.2
6_report: 2.28 / 912 / 1.27 / 0.429 / 35.2
[synth_stat cells, types with 7 or more instances]
master / count / area [um2]
sky130_fd_sc_hd__xor2_1: 13 / 114
sky130_fd_sc_hd__nand2_1: 19 / 71.3
sky130_fd_sc_hd__clkbuf_1: 19 / 71.3
sky130_fd_sc_hd__ha_1: 91 / 1140
sky130_fd_sc_hd__a21oi_1: 21 / 105
sky130_fd_sc_hd__nor3_1: 7 / 35.0
sky130_fd_sc_hd__o21ai_0: 18 / 90.1
sky130_fd_sc_hd__dfrtp_1: 53 / 1330
sky130_fd_sc_hd__inv_1: 107 / 402
sky130_fd_sc_hd__edfxtp_1: 33 / 991
sky130_fd_sc_hd__nor2_1: 27 / 101
sky130_fd_sc_hd__fa_1: 62 / 1240
sky130_fd_sc_hd__a22o_1: 10 / 87.6
sky130_fd_sc_hd__nand4_1: 8 / 50.1
sky130_fd_sc_hd__xnor2_1: 32 / 280
[registers in the layout, indices dropped and copies added (netlist names)]
signal and count:
log_dct_inst.acc 19, mel_inst.acc 19, log_dct_inst.mfcc_out 16, mel_inst.mel_out 15, fft_inst.idx 4, mel_inst.idx 4
log_dct_inst.idx 3, fft_inst.data_out_real 1, fft_inst.valid_out 1, framing_inst.valid_out 1, framing_inst.windowed_out 1, log_dct_inst.valid_out 1
mel_inst.valid_out 1
[critical path, cell delays in order]
cell                              delay [ns]
sky130_fd_sc_hd__clkdlybuf4s50_1        0.53
sky130_fd_sc_hd__inv_1                  0.14
sky130_fd_sc_hd__fa_1                   0.59
sky130_fd_sc_hd__inv_1                  0.06
sky130_fd_sc_hd__fa_1                   0.47
sky130_fd_sc_hd__inv_1                  0.05
sky130_fd_sc_hd__fa_1                   0.50
sky130_fd_sc_hd__inv_1                  0.05
sky130_fd_sc_hd__fa_1                   0.46
sky130_fd_sc_hd__fa_1                   0.54
sky130_fd_sc_hd__inv_1                  0.05
sky130_fd_sc_hd__fa_1                   0.53
sky130_fd_sc_hd__inv_1                  0.04
sky130_fd_sc_hd__ha_1                   0.27
sky130_fd_sc_hd__o211a_1                0.14
sky130_fd_sc_hd__o2111ai_1              0.10
sky130_fd_sc_hd__a21oi_1                0.07
sky130_fd_sc_hd__a2111oi_0              0.46
sky130_fd_sc_hd__xnor2_1                0.13
No activity file was given, so power comes from the tool's default toggle rates.
